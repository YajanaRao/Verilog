$ cat flow/run.sh
#!/bin/bash
# OpenROAD 26Q1-2900-gdf79404cd8, Yosys 0.63+post, stock flow scripts
make -C /OpenROAD-flow-scripts/flow DESIGN_CONFIG=/design/flow/config.mk WORK_HOME=/design/flow/orfs finish
$ cat flow/config.mk
export PLATFORM = sky130hd
export DESIGN_NAME = UpDownCounter
export DESIGN_NICKNAME = UpDownCounter
export VERILOG_FILES = /design/flow/design.v
export SDC_FILE = /design/flow/constraint.sdc
export NUM_CORES = 4
export LEC_CHECK = 1
export CORE_AREA = 10 10 110 110
export DIE_AREA = 0 0 120 120
$ cat flow/constraint.sdc
current_design UpDownCounter

set clk_period 4.3
set clk_io_pct 0.2

create_clock -name clk0 -period $clk_period [get_ports {clk}]

set non_clock_inputs [all_inputs -no_clocks]
set_input_delay [expr $clk_period * $clk_io_pct] -clock clk0 $non_clock_inputs
set_output_delay [expr $clk_period * $clk_io_pct] -clock clk0 [all_outputs]
$ cat flow/design.v
`timescale 1ns / 1ps
module UpDownCounter(clk,mode, count);
    input clk, mode;
    output [3:0] count;
    reg [3:0] count = 0;  
    reg [24:0] clkdiv;
    initial count = 0;
    always @(posedge clkdiv[24])
        begin    
            if(mode == 1)   
                count = count + 1; 
            else  
                count = count - 1; 
        end    
    always @(posedge clk)
        clkdiv = clkdiv + 1;
endmodule
==> results.yml <==
# generated from flow reports
timing:
  untimed_endpoints: 8
  hold_violations: 0
  worst_pin_slew_ps: 402
  timing.hold.ws_ps: 407
  period_needed_ps: 1440
  unclocked_pins: 4
  period_used_share: 0.336
  setup_viol: 0
  rsz0062_at_grt: "false"
  slew_viol_final: 0
  fmax_ghz: 0.692
  relSlewSlack: 0.730
  setup-tns-final_ps: 0
  fin_skew_ps: 7.46
finish:
  finalNonFillerCells: 245
  fill_cells: 1106
  layout-drive-gt1-share: 0.0714
  final_cell_mix: "dfxtp_1 (29), xnor2_1 (19), nand3_1 (12), nand2_1 (8), xor2_1 (7)"
  area_delta_synth_final_pct: 23.3
  lay_top_count: "dfxtp_1"
floorplanning:
  die_h_um: 120
  die_area_um2: 14400
  core_um2: 9770
  core_util_floorplan: 0.115
  die_w_um: 120
  io_pins: 6
  core.rowCount: 36
placed_design:
  dpl.hpwl_mm: 1.14
  gp_congestion: 0.734
  dp_cells: 241
  portBuffers: 5
global_route:
  grt_overflow: 0
  grt_pass1_wl_mm: 2.91
  antenna_found_initial: 0
  grt_usage: 0.0230
  grt_pass1_vias: 695
  grt_max_degree: 15
detailed_routing:
  drc: 0
  viasPerCell: 2.76
  finalWirelength_mm: 1.52
  post_drt_wl_per_cell_um: 6.19
  vias: 675
  ant_nets: 0
  n_antenna_cell: 0
  dr.first_iter.drc_count: 14
  drt-pass1-iter-count: 4
worst_setup_path:
  path_cells: "nand4_4 > nor3_2 > nand4_1 > xnor2_1"
  crit_type: "reg2reg"
  path_max_fanout: 6
  crit_arrival_ps: 1610
  max_stage_delay_ps: 460
  crit_required_ps: 4470
  critPathLaunchType: "flip-flop"
  end_kind: "flip-flop"
  critPathSlowestCell: "dfxtp_1"
clock_network:
  clkTransAtPathRegs_ps: 90
  numCtsBuffers: 3
  hold_buffers: 0
  cts-root-buf: "clkbuf_8"
  cts_buffer_depth: 2
  post_cts_resized: 0
  postCtsSetupBuffers: 0
  cts_tree: "yes"
  cts_max_level: 1
  clock_latency_ps: 270
yosys:
  syn_inst: 103
  syn_area_per_cell_um2: 10.9
  synth_area_um2: 1130
  ys.flops: 29
  synth-main-ff-cell: "dfxtp_1"
  ys_cells: 103
  yosysWarnings: 1
  synthArstFlopShare: 0
  ys_seq_frac: 0.516
  ys_types: 19
  edf_count: 0
  ys_chip_area_um2: 1130
worst_hold_path:
  holdCritPathClass: "reg2reg"
power_and_ir_drop:
  peakVddDrop_v: 0.000124
  p_leak_nw: 0.474
  powerDensity_nw_per_um2: 268
outcome:
  status: "finished, final reports clean"
flow_run:
  warning_count: 25
  maxCapViolCount: 0
==> registers in the layout (all words and copies together) (netlist names) <==
signal / flops
clkdiv: 25
count: 4
==> path summary, 6_finish.rpt <==
check | startpoint | endpoint | slack, ps | cells after the start
setup / recovery | clkdiv[3]$_DFF_P_ | clkdiv[19]$_DFF_P_ | 2860 | 4
hold / removal | clkdiv[0]$_DFF_P_ | clkdiv[0]$_DFF_P_ | 410 | 1
setup reg to reg | clkdiv[3]$_DFF_P_ | clkdiv[19]$_DFF_P_ | 2860 | 4
hold reg to reg | clkdiv[0]$_DFF_P_ | clkdiv[0]$_DFF_P_ | 410 | 1
==> cell type report <==
class | count | area, um^2 | area share
sequential | 29 | 581 | 0.418
clock buffer | 3 | 41.3 | 0.0297
inverter | 3 | 11.3 | 0.00811
clock inverter | 1 | 5.00 | 0.00360
tap | 133 | 166 | 0.120
multi-input combinational | 71 | 534 | 0.385
timing repair buffer | 5 | 50.0 | 0.0360
==> metal layers <==
metal | wire (um) | vias to the layer above | part of all wire | track usage
li1 | - | 369 | - | -
met1 | 860 | 296 | 0.57 | 0.0319
met2 | 557 | 8 | 0.37 | 0.0337
met3 | 80 | 2 | 0.053 | 0.00952
met4 | 19 | 0 | 0.013 | 0.00302
met5 | 0 | - | 0 | 0
==> worst max-delay path, delay by kind of cell (launching register included) <==
kind / cells / cell delay (ps)
DFF: 1 / 460
and+or+nand+nor: 3 / 740
xor gates and xnor gates: 1 / 150
==> metrics by stage <==
stage	util	area [um^2]	worst slack [ps]	total power, W
floorplan	-	1130	3030	0.000241
global placement	0.137	1340	2860	0.000242
detailed placement	0.137	1340	2850	0.000242
CTS	0.142	1390	2860	0.000379
global route	0.142	1390	2710	0.000386
finish	0.142	1390	2860	0.000373
==> cell usage after synthesis (2+ instances only) <==
cell type   n  area [um^2]
nand4_1     3         18.8
and3_1      4         25.0
nor2_1      5         18.8
inv_1       3         11.3
nand2_1     8         30.0
xor2_1      7         61.3
xnor2_1    19          166
dfxtp_1    29          581
and4_1      2         17.5
ha_1        3         37.5
nand3_1    12         60.1
==> report_power, final <==
group / switching, W / total, W / internal [W]
clock: 0.0000714 / 0.000136 / 0.0000647
sequential: 0 / 0.000231 / 0.000231
combinational: 0.00000236 / 0.00000527 / 0.00000291
total: 0.0000738 / 0.000373 / 0.000299
==> cells by family after synthesis <==
family / count (synthesis) / share of synthesized area
AND-OR/OR-AND: 2 / 0.0111
buffers and inverters: 3 / 0.0100
XOR/XNOR: 26 / 0.202
flip-flops: 29 / 0.516
adder cells (fa/ha/maj): 4 / 0.0511
AND/OR/NAND/NOR: 39 / 0.210
Power is estimated from default activity; no workload was simulated.
